==> design/flow/design.v <==
`timescale 1ns / 1ps
module filter #(parameter NR_STAGES = 32,
				parameter DWIDTH = 16,
				parameter DDWIDTH = 2*DWIDTH,
				parameter CWIDTH = NR_STAGES * DWIDTH)
			   (input  clk,
				input  rst,
				output req_in,
				input  ack_in,
				input  [0:DWIDTH-1] data_in,
				output req_out,
				input  ack_out,
				output [0:DWIDTH-1] data_out,
				input  [0:CWIDTH-1] h_in);
	reg req_out_buf;
	assign req_out = req_out_buf;
	reg req_in_buf;
	assign req_in = req_in_buf;
	reg [0:5] stage;  
	reg signed [0:DWIDTH-1] in [0:NR_STAGES-1];  
	reg signed [0:DDWIDTH-1] sum;  
	reg signed [0:DDWIDTH-1] acc;  
	reg signed [0:DWIDTH-1] out;
	assign data_out = out;
	reg [0:5] i;
	always @(posedge clk)
	begin
		if (rst)
		begin
			req_in_buf <= 0;
			req_out_buf <= 0;
			sum <= 0;
			acc <= 0;
			stage <= 0;
		end
		else
		begin
			if (req_in && ack_in)
			begin
				sum <= 0;
				acc <= 0;
				in[0] <= data_in;
				for (i = 0; i < NR_STAGES - 1; i = i + 1)
				begin
					in[i + 1] <= in[i];
				end
				req_in_buf <= 0;
			end
			if (req_out && ack_out)
			begin
				req_out_buf <= 0;
			end
			if (!req_in && !req_out && !ack_in && !ack_out)
			begin   
				if (stage == NR_STAGES)
				begin
					req_in_buf <= 1;
					req_out_buf <= 1;
					out <= sum + acc;
					stage <= 0;
				end
				else
				begin
					acc <= (in[stage] * $signed(h_in[stage*DWIDTH+:DWIDTH])) >> DWIDTH;
					sum <= sum + acc;
					stage <= stage + 1;
				end
			end
		end
	end
endmodule
==> design/flow/run.sh <==
#!/bin/bash
# OpenROAD 26Q1-2900-gdf79404cd8, Yosys 0.63+post, stock flow scripts
make -C /OpenROAD-flow-scripts/flow DESIGN_CONFIG=/design/flow/config.mk WORK_HOME=/design/flow/orfs finish
==> design/flow/config.mk <==
export PLATFORM = sky130hd
export DESIGN_NAME = filter
export DESIGN_NICKNAME = filter
export VERILOG_FILES = /design/flow/design.v
export SDC_FILE = /design/flow/constraint.sdc
export NUM_CORES = 4
export LEC_CHECK = 1
export CORE_UTILIZATION = 50
==> design/flow/constraint.sdc <==
current_design filter

set clk_period 43.6
set clk_io_pct 0.2

create_clock -name clk0 -period $clk_period [get_ports {clk}]

set non_clock_inputs [all_inputs -no_clocks]
set_input_delay [expr $clk_period * $clk_io_pct] -clock clk0 $non_clock_inputs
set_output_delay [expr $clk_period * $clk_io_pct] -clock clk0 [all_outputs]
==> qor.csv <==
metric,value,unit
Fmax achieved,62.04,MHz
port bufs,549,
placed instance count,3978,
most frequent cells in the layout,"clkdlybuf4s50_1 (548), edfxtp_1 (528), inv_1 (308)",
fp util,50.82,%
Critical Path Sink Type,register,
CTS H-tree lvls,2,
cell count in the Yosys report,2565,
Insertion Delay late pin,0.63,ns
Mapped Cells,2565,
Iter 0 DRT Violations,1894,
post-route minimum period,16.12,ns
r2r worst-path depth,39,
leading area contributor after synthesis,edfxtp_1,
Slew @ Worst Pin,0.9541,ns
DP Worst Slack,26.92,ns
most frequent logic cell in the layout,clkdlybuf4s50_1,
Placeable Area,68950,um2
"Period Utilization, post-route",36.97,%
Final Skew,0.04269,ns
Max Transition Viols Final,0,
Synth async-reset ratio,0,%
Area Growth Syn to Fin,24.59,%
# IOs,550,
Lkg Pwr,16.20,nW
vias in the first global route,26960,
Post-synth EDFFs,528,
Commonest flop,edfxtp_1,
Pre-Repair DR Iteration Count,7,
DP Wirelength,90020,um
"Cell Area, Synth",35040,um2
initial antenna violation count,28,
ANT nets after route,0,
RSZ-0062 raised after global routing,false,
Synth Warn #,2,
Cell Type Count,83,
kind of critical path,input pin to register,
register area share after synthesis,47.54,%
endpoints failing setup,0,
Cell area leaders,"edfxtp_1 (45%), fa_1 (15%), mux4_2 (10%)",
Die Width,266.7,um
worst hold path type,register to register,
Rel. slew slack,36.01,%
Post-route DRC,0,
type of origin of the critical path,input pin,
status,"complete, no violations",
chip height,266.7,um
Final Worst Setup Slack,27.48,ns
Worst Hold Path Cells,0,
postcts setup bufs,0,
pwr dens,86.00,nW/um2
Non-Filler Instances,4102,
Worst Path Arrival,16.69,ns
post_cts resized,0,
clock buffer depth,3,
final core occ,63.32,%
Log Warnings,33,
Max-area cell share,45.25,%
Root Driver,clkbuf_16,
share of layout cells above drive strength 1,11.92,%
CP required,44.17,ns
row count,96,
Worst-path clk slew,0.07,ns
Total Die Area,71140,um2
Num CTS Buffers,58,
Avg Vias per Cell,6.094,
Fin. Hold Viols,0,
yosys stat chip area,35040,um2
CTS Sinks,568,
largest net degree at the start of global routing,159,
routed len/inst,29.91,um
final WL,122700,um
Tot GR Track Use,38.85,%
Worst IR Drop VDD,0.0002229,V
Post-CTS Hold Fix Bufs,0,
CTS tree,built,
syn_area_per_cell,13.66,um2
MaxCap Viol Count,0,
routability cong.,1.006,
first-pass GRT wire length,178200,um
Via Count,25000,
crit-path max FO,11,
Overflow after GRT,0,
setup TNS,0,ns
Synthesized registers,568,
==> synthesized netlist by cell type, types with 11 or more instances <==
master / number
a21o_1: 16
o21ai_0: 19
nand3_1: 49
fa_1: 263
inv_1: 308
a221oi_1: 67
a22oi_1: 85
nand2b_1: 14
a21oi_1: 73
a22o_1: 59
mux2i_1: 20
dfxtp_1: 40
nand4_1: 31
a222oi_1: 16
clkbuf_1: 97
buf_1: 12
and2_1: 111
edfxtp_1: 528
nor2_1: 81
mux4_2: 157
nand2_1: 175
a31oi_1: 11
ha_1: 99
xnor2_1: 26
nor3_1: 21
buf_2: 32
==> layer usage <==
layer	vias to the layer above	wire, um	part of all wire [%]	global-route usage (%)
li1	10590	-	-	-
met1	12520	42150	34	53.04
met2	1600	58390	48	56.59
met3	283	15240	12	18.95
met4	12	6820	5.6	16.68
met5	-	76	0.062	0.4158
==> final cells by class <==
cell class,instances,area [um2]
clock buffers,66,1481
repair buffers,636,6156
clock inverters,42,364.1
fillers,5070,25290
inverters,310,1164
flip-flops and latches,568,16670
multi-input cells,1533,16610
well taps,931,1165
diodes,16,40.04
==> sequential cells by signal (all words and copies together) (netlist names) <==
| register | cells |
|---|---|
| out | 16 |
| req_in_buf | 1 |
| stage | 6 |
| req_out_buf | 1 |
| acc | 16 |
| sum | 16 |
| in | 512 |
==> kinds of logic (layout without fill, tap and decap cells) <==
| family | Yosys count | in the layout | synth area share, % |
|---|---|---|---|
| flops | 568 | 568 | 47.54 |
| simple gates | 560 | 560 | 8.321 |
| buf+inv | 464 | 1054 | 5.310 |
| compound gates | 395 | 395 | 8.563 |
| fa+ha+maj | 362 | 362 | 18.56 |
| mux | 182 | 182 | 10.86 |
| xor+xnor | 34 | 34 | 0.8499 |
| other cells | 0 | 16 | 0 |
==> per-stage QoR <==
stage               hold slack, ns  power, mW  area, um2
floorplan                   0.4176      2.608      35040
global placement            0.4238      3.256      41770
detailed placement          0.4326      3.260      41770
CTS                         0.4246      3.764      43610
global route                0.4397      4.155      43650
finish                      0.4287      3.754      43650
==> worst max-delay path, stage by stage <==
cell	delay [ns]
clkdlybuf4s50_1	0.41
mux4_2	0.60
mux4_2	0.51
nand2_1	0.08
a21o_1	0.54
inv_1	0.41
nand2_1	0.18
fa_1	0.44
fa_1	0.51
inv_1	0.06
fa_1	0.51
fa_1	0.45
fa_1	0.54
inv_1	0.07
fa_1	0.48
inv_1	0.06
ha_1	0.31
nand4_1	0.12
nor2_1	0.20
a221oi_1	0.14
o21ai_0	0.39
nor2_2	0.14
o21ai_4	0.23
a31oi_1	0.12
or4_1	0.41
nand3_1	0.08
==> power by group <==
group	total [mW]	internal, mW	switching (mW)
registers	0.601	0.596	0.00463
logic	2.67	1.15	1.52
clock network	0.482	0.264	0.217
total	3.75	2.01	1.74
==> worst paths after layout <==
path | start | end | slack, ns
worst min register to register | in[30][14]$_DFFE_PP_ | in[31][14]$_DFFE_PP_ | 0.43
worst max-delay path | h_in[496] | acc[22]$_SDFF_PP0_ | 27.48
worst min-delay path | in[30][14]$_DFFE_PP_ | in[31][14]$_DFFE_PP_ | 0.43
worst max register to register | stage[5]$_SDFFE_PP0P_ | acc[18]$_SDFF_PP0_ | 33.29
Power figures rest on the tool's default switching activity, not on a simulated workload.
